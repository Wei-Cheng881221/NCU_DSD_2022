**design/flow/design.v**
```verilog
`timescale 1ns / 1ps
module SyncGeneration(pclk, reset, hSync, vSync, dataValid, hDataCnt, vDataCnt);
   input        pclk;
   input        reset;
   output       hSync;
   output       vSync;
   output       dataValid;
   output [9:0] hDataCnt;
   output [9:0] vDataCnt ;
   parameter    H_SP_END = 96;
   parameter    H_BP_END = 144;
   parameter    H_FP_START = 785;
   parameter    H_TOTAL = 800;
   parameter    V_SP_END = 2;
   parameter    V_BP_END = 35;
   parameter    V_FP_START = 516;
   parameter    V_TOTAL = 525;
   reg [9:0]    x_cnt,y_cnt;
   wire         h_valid,v_valid;
   always @(posedge reset or posedge pclk) begin
      if (reset)
         x_cnt <= 10'd1;
      else begin
         if (x_cnt == H_TOTAL)
            x_cnt <= 10'd1;
         else
            x_cnt <= x_cnt + 1;
      end
   end
   always @(posedge pclk or posedge reset) begin
      if (reset)
         y_cnt <= 10'd1;
      else begin
         if (y_cnt == V_TOTAL & x_cnt == H_TOTAL)
            y_cnt <= 1;
         else if (x_cnt == H_TOTAL)
            y_cnt <= y_cnt + 1;
         else y_cnt<=y_cnt;
      end
   end
   assign hSync = ((x_cnt > H_SP_END)) ? 1'b1 : 1'b0;
   assign vSync = ((y_cnt > V_SP_END)) ? 1'b1 : 1'b0;
   assign h_valid = ((x_cnt > H_BP_END) & (x_cnt <= H_FP_START)) ? 1'b1 : 1'b0;
   assign v_valid = ((y_cnt > V_BP_END) & (y_cnt <= V_FP_START)) ? 1'b1 : 1'b0;
   assign dataValid = ((h_valid == 1'b1) & (v_valid == 1'b1)) ? 1'b1 :  1'b0;
   assign hDataCnt = ((h_valid == 1'b1)) ? x_cnt - H_BP_END : 10'b0;
   assign vDataCnt = ((v_valid == 1'b1)) ? y_cnt - V_BP_END : 10'b0; 
endmodule
```
**design/flow/run.sh**
```bash
#!/bin/bash
# OpenROAD 26Q1-2900-gdf79404cd8, Yosys 0.63+post, stock flow scripts
make -C /OpenROAD-flow-scripts/flow DESIGN_CONFIG=/design/flow/config.mk WORK_HOME=/design/flow/orfs finish
```
**design/flow/config.mk**
```make
export PLATFORM = sky130hd
export DESIGN_NAME = SyncGeneration
export DESIGN_NICKNAME = SyncGeneration
export VERILOG_FILES = /design/flow/design.v
export SDC_FILE = /design/flow/constraint.sdc
export NUM_CORES = 4
export LEC_CHECK = 1
export CORE_AREA = 10 10 98 98
export DIE_AREA = 0 0 108 108
```
**design/flow/constraint.sdc**
```tcl
current_design SyncGeneration

set clk_period 3.2
set clk_io_pct 0.2

create_clock -name clk0 -period $clk_period [get_ports {pclk}]

set non_clock_inputs [all_inputs -no_clocks]
set_input_delay [expr $clk_period * $clk_io_pct] -clock clk0 $non_clock_inputs
set_output_delay [expr $clk_period * $clk_io_pct] -clock clk0 [all_outputs]
```
==> commit_impl_results.txt <==
Add synthesis and place-and-route results

* Vias per std cell: 4.40
- Count of endpoints failing hold in the final timing report: 0
- The timing report gives the biggest stage delay along the critical path as 0.58 ns.
- Depth of the critical timing path with buffers and inverters included: 7
- In the synthesized netlist the async set-or-reset flop fraction comes to 1.00.
- Sequential element share of the synthesized area: 0.316
* Critical path's slowest cell: sky130_fd_sc_hd__dfstp_2
- Tcrit/Tclk final: 0.954
- Final setup fails: 0
- GR Overflow Total: 0
* Number of levels in the clock H-tree: 1
- The worst path in the final design needs a cycle of 3.05 ns, including I/O delays and setup.
- Classification of the worst setup path: reg2out
* Buffers and inverters on the worst path: 2
- Die footprint: 11700 sq um
- Chip area line of the yosys report: 1590 sq um
- The initial antenna violation count is 0.
- The transition time recorded at the tightest slew-check pin is 0.745 ns.
* Starting DRC count in detailed routing: 51
- Post-route clock skew: 0.000561 ns
- Per the synth stats, the flop cell with the highest instance count is sky130_fd_sc_hd__dfrtp_1.
- Clock buffer depth: 2
- Per the TritonCTS log, the buffer count is 3.
- In this run, synthesis inferred 0 flip-flops with an integrated enable.
- Per the CTS log, the root buffer master is sky130_fd_sc_hd__clkbuf_8.
- For this configuration, the core starts out at a cell density of 0.208.
- Setup repair after global routing left no endpoint under its margin.
- 25 I/O pins were placed.
- TritonRoute output was used to compute an average wire per cell of 11.5 um.
- Number of max-slew violations in the final report: 0
- Critical path endpoint category: output port
* Depth of the most critical reg-to-reg path: 6
* Status: finished, final reports clean
- Per the detail_route report, DRC violations left total 0.
* Hold Crit Class: reg2reg
- Between the synthesized netlist and the finished layout, the area growth was recorded as 23.4%.
- The layout summary lists the proportion of cells stronger than drive strength 1 as 0.141.
- Arrival @ worst endpoint: 2.41 ns
- The final route contains 1325 vias.
* CORE AREA: 7650 sq um
- For reference, the placement row count at floorplan is 32.
- Fmax: 328 MHz
- The cell family contributing the most delay on the critical path is flip-flops.
- Final estimated routing congestion in global placement: 0.825
- Yosys stat counts 183 cells in the synthesized netlist.
- Count of synthesis-stage warnings from yosys: 1
- Of all nets on the critical path, the largest fanout is 10.
- The synthesized design contains 20 register bits.
- Global Route Usage Sum: 0.0587
* CTS clock-pin slew for the worst setup and hold paths: 0.07 ns
- In this run the static leakage power is 0.000803 uW.
* TritonRoute pass-1 iters: 4
- Die span in y: 108 um
- STA classifies the critical path startpoint as a flop.
* Power density relative to cell area: 213 nW/um^2
- Count of different cell masters after synthesis: 46
- HPWL after detailed placement: 2.60 mm
- Post-CTS Hold Fix Bufs: 0
- Clock latency on the worst-skew pair, taken at its later pin, is 0.25 ns.
* Synthesized instance count: 183
- The analysis reports a worst IR drop on VDD of 0.110 mV.
- Walking the worst path, the cells encountered are inv_1 -> ha_1 -> nor4bb_1 -> o21ai_0 -> o21ai_4 -> nor3b_1 -> clkdlybuf4s50_1.
- Reported max-cap violation count: 0
- Global-route wire length before repair: 5.84 mm
- In the routed netlist, the antenna diode instances number 0.
- The die is 108 um wide.
- Total chip power: 418 uW
* Synthesized area divided by synthesized cell count: 8.69 sq um
- The detail route stage leaves a number of antenna-violating nets equal to 0.
- Port Buffer Count: 23
* Clock tree from TritonCTS: built
- Hold depth: 1
- The via count of the first global-routing pass is 1239.
- Pin count of the biggest net entering global routing: 21
* Headroom to the max-slew limit: 0.503
- Adding up every negative setup slack in the final design gives 0 ns.
- The tree built by TritonCTS fans out to 20 sinks.
- The logs give a warning total of 33.
- Netlist Area Pre-Place: 1590 sq um
* CP required: 2.56 ns
- Routed wire length: 3.45 mm
## stage by stage
step | hold slack, ns | std cells | utilization | area, sq um | setup slack, ns
2_1_floorplan | 0.454 | 183 | - | 1590 | 0.984
3_3_place_gp | 0.468 | 297 | 0.247 | 1890 | 0.358
3_5_place_dp | 0.473 | 297 | 0.247 | 1890 | 0.301
4_1_cts | 0.490 | 300 | 0.252 | 1930 | 0.0147
5_1_grt | 0.523 | 301 | 0.257 | 1960 | 0.0131
6_report | 0.485 | 301 | 0.257 | 1960 | 0.147
## cell usage in the layout (no fill, tap or decap), types with 2 or more instances in the layout
| cell | Yosys | final |
|---|---|---|
| sky130_fd_sc_hd__nor2_1 | 20 | 20 |
| sky130_fd_sc_hd__nor3_2 | 1 | 2 |
| sky130_fd_sc_hd__a31o_2 | 2 | 2 |
| sky130_fd_sc_hd__xor2_1 | 6 | 6 |
| sky130_fd_sc_hd__nor3_1 | 15 | 14 |
| sky130_fd_sc_hd__clkbuf_8 | 0 | 3 |
| sky130_fd_sc_hd__inv_1 | 9 | 9 |
| sky130_fd_sc_hd__and3_1 | 2 | 2 |
| sky130_fd_sc_hd__dfstp_2 | 2 | 2 |
| sky130_fd_sc_hd__nand4_1 | 4 | 4 |
| sky130_fd_sc_hd__nor3b_1 | 3 | 2 |
| sky130_fd_sc_hd__or4_1 | 2 | 2 |
| sky130_fd_sc_hd__dfrtp_1 | 18 | 16 |
| sky130_fd_sc_hd__clkdlybuf4s50_1 | 0 | 23 |
| sky130_fd_sc_hd__and2_1 | 4 | 4 |
| sky130_fd_sc_hd__a31oi_1 | 4 | 4 |
| sky130_fd_sc_hd__a41oi_1 | 2 | 2 |
| sky130_fd_sc_hd__buf_4 | 2 | 4 |
| sky130_fd_sc_hd__nand2b_1 | 2 | 2 |
| sky130_fd_sc_hd__nand2_1 | 12 | 12 |
| sky130_fd_sc_hd__dfrtp_2 | 0 | 2 |
| sky130_fd_sc_hd__and4bb_2 | 2 | 2 |
| sky130_fd_sc_hd__ha_1 | 11 | 11 |
| sky130_fd_sc_hd__a21oi_1 | 4 | 4 |
| sky130_fd_sc_hd__xnor2_1 | 15 | 15 |
| sky130_fd_sc_hd__o21ai_0 | 6 | 6 |
| sky130_fd_sc_hd__nand3_1 | 4 | 3 |
## state kept, by name, summed over array words and instances (netlist names)
register,count
x_cnt,10
y_cnt,10
## cell families after synthesis
| logic type | Yosys count | synth area share |
|---|---|---|
| buffers and inverters | 23 | 0.0739 |
| AND/OR/NAND/NOR | 80 | 0.275 |
| other | 1 | 0.00236 |
| flip-flops | 20 | 0.316 |
| AND-OR/OR-AND | 27 | 0.131 |
| adder cells (fa/ha/maj) | 11 | 0.0865 |
| XOR/XNOR | 21 | 0.116 |
## worst reg2reg max path: stages (launching register included)
cell,delay (ns)
sky130_fd_sc_hd__dfrtp_2,0.45
sky130_fd_sc_hd__inv_1,0.14
sky130_fd_sc_hd__ha_1,0.15
sky130_fd_sc_hd__and4bb_2,0.27
sky130_fd_sc_hd__and2_1,0.50
sky130_fd_sc_hd__nand4_1,0.19
sky130_fd_sc_hd__xnor2_1,0.15
## repair_timing
item                       CTS  global route
gates resized                0             7
setup endpoints to repair    0            18
setup buffers                0             1
## final cells by class
class,instances,area (sq um)
fill,809,5690
timing repair buffer,27,260
multi-input combinational,140,993
tap,102,128
clock buffer,3,41.3
sequential,20,505
inverter,9,33.8
## routing by layer
metal	track usage	share of wire
met3	0.00843	0.023
met2	0.100	0.51
met5	0	0
met1	0.0760	0.45
met4	0.0153	0.015
## synthesized netlist by cell type (all sizes together), types with 4 or more instances
cell type	instances	area, sq um
ha	11	138
dfrtp	18	450
xor2	6	52.6
nand4	4	25.0
a21oi	5	28.8
nand3	4	20.0
inv	9	33.8
buf	11	72.6
o21ai	7	38.8
xnor2	15	131
nand2	12	45.0
a31oi	4	25.0
nor2	20	75.1
nor3	16	85.1
and2	4	25.0
## power breakdown
group | internal, uW | switching, uW
Sequential | 253 | 0
Combinational | 1.14 | 4.91
Clock | 83.6 | 75.0
## path summary, 6_finish.rpt
path                               end      from  slack [ns]
max                        hDataCnt[2]  x_cnt[0]        0.15
max reg2reg                   y_cnt[8]  x_cnt[4]        1.22
min in group asynchronous     x_cnt[7]     reset        0.84
max in group asynchronous     x_cnt[5]     reset        1.85
min reg2reg                   x_cnt[0]  x_cnt[0]        0.49
min                           x_cnt[0]  x_cnt[0]        0.49
No activity file was given, so power comes from the tool's default toggle rates.
