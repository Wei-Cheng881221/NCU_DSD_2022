File: /design/flow/design.v
`timescale 1ns / 1ps
module Lab_1(
    input [1:8] SW_DIP,      
    output reg [7:0] Enable,
    output reg [0:15] LED = 16'b0,
    output reg [7:0] SevenSeg 
    );
reg [1:4] group;
reg [2:0]position;
reg [3:0]pattern;
reg DP;
reg [3:0] SevenShow;
always @(*)
    begin
    position = SW_DIP[1:3];
    pattern = SW_DIP[4:7];
    DP = SW_DIP[8];
    end
always @(*)
    if (SW_DIP[1:3] == 3'b000)
        begin
        group = 4'b1100;         
        end
    else if (SW_DIP[1:3] == 3'b001)
        group = 4'b1010;         
    else if (SW_DIP[1:3] == 3'b010)
        group = 4'b1001;         
    else if (SW_DIP[1:3] == 3'b011)
        group = 4'b0110;         
    else if (SW_DIP[1:3] == 3'b100)
        group = 4'b0101;         
    else if (SW_DIP[1:3] == 3'b101)
        group = 4'b0011;         
    else if (SW_DIP[1:3] == 3'b110)
        group = 4'b1110;         
    else if (SW_DIP[1:3] == 3'b111)
        group = 4'b0111;         
always@(*)
begin
    LED = 16'b0;
    if (SW_DIP[4] == 1 && group[1] == 1)
        LED[0] = 1;
    if (SW_DIP[5] == 1 && group[1] == 1)
        LED[1] = 1;
    if (SW_DIP[6] == 1 && group[1] == 1)
        LED[2] = 1;
    if (SW_DIP[7] == 1 && group[1] == 1)
        LED[3] = 1;
    if (SW_DIP[4] == 1 && group[2] == 1)
        LED[4] = 1;
    if (SW_DIP[5] == 1 && group[2] == 1)
        LED[5] = 1;
    if (SW_DIP[6] == 1 && group[2] == 1)
        LED[6] = 1;
    if (SW_DIP[7] == 1 && group[2] == 1)
        LED[7] = 1;
    if (SW_DIP[4] == 1 && group[3] == 1)
        LED[8] = 1;
    if (SW_DIP[5] == 1 && group[3] == 1)
        LED[9] = 1;
    if (SW_DIP[6] == 1 && group[3] == 1)
        LED[10] = 1;
    if (SW_DIP[7] == 1 && group[3] == 1)
        LED[11] = 1;
    if (SW_DIP[4] == 1 && group[4] == 1)
        LED[12] = 1;
    if (SW_DIP[5] == 1 && group[4] == 1)
        LED[13] = 1;
    if (SW_DIP[6] == 1 && group[4] == 1)
        LED[14] = 1;
    if (SW_DIP[7] == 1 && group[4] == 1)
        LED[15] = 1; 
end
always @(*)
    if(SW_DIP[8] == 0)   
        begin
        Enable = 8'b00000010;
        case(SW_DIP[4:7])
            4'b0000 :begin SevenSeg = 8'b0011_1111;    SevenShow = 4'b0000; end   
            4'b0001 :begin SevenSeg = 8'b0000_0110;    SevenShow = 4'b0001; end   
            4'b0010 :begin SevenSeg = 8'b0101_1011;    SevenShow = 4'b0010; end   
            4'b0011 :begin SevenSeg = 8'b0100_1111;    SevenShow = 4'b0011; end   
            4'b0100 :begin SevenSeg = 8'b0110_0110;    SevenShow = 4'b0100; end   
            4'b0101 :begin SevenSeg = 8'b0110_1101;    SevenShow = 4'b0101; end   
            4'b0110 :begin SevenSeg = 8'b0111_1101;    SevenShow = 4'b0110; end   
            4'b0111 :begin SevenSeg = 8'b0010_0111;    SevenShow = 4'b0111; end   
            4'b1000 :begin SevenSeg = 8'b0111_1111;    SevenShow = 4'b1000; end   
            4'b1001 :begin SevenSeg = 8'b0110_1111;    SevenShow = 4'b1001; end   
            4'b1010 :begin SevenSeg = 8'b0111_0111;    SevenShow = 4'b1010; end   
            4'b1011 :begin SevenSeg = 8'b0111_1100;    SevenShow = 4'b1011; end   
            4'b1100 :begin SevenSeg = 8'b0011_1001;    SevenShow = 4'b1100; end   
            4'b1101 :begin SevenSeg = 8'b0101_1110;    SevenShow = 4'b1101; end   
            4'b1110 :begin SevenSeg = 8'b0111_1001;    SevenShow = 4'b1110; end   
            4'b1111 :begin SevenSeg = 8'b0111_0001;    SevenShow = 4'b1111; end   
        endcase
        end
    else if (SW_DIP[8] == 1)     
        begin
        Enable = 8'b00000001;
        case(SW_DIP[1:3])
            3'b000 :begin SevenSeg = 8'b0110_1111;    SevenShow = 4'b1001; end    
            3'b001 :begin SevenSeg = 8'b0111_0111;    SevenShow = 4'b1010; end    
            3'b010 :begin SevenSeg = 8'b0111_1100;    SevenShow = 4'b1011; end    
            3'b011 :begin SevenSeg = 8'b0011_1001;    SevenShow = 4'b1100; end    
            3'b100 :begin SevenSeg = 8'b0101_1110;    SevenShow = 4'b1101; end    
            3'b101 :begin SevenSeg = 8'b0111_1001;    SevenShow = 4'b1110; end    
            3'b110 :begin SevenSeg = 8'b0111_0001;    SevenShow = 4'b1111; end    
            3'b111 :begin SevenSeg = 8'b0011_1111;    SevenShow = 4'b0000; end    
        endcase
        end
endmodule
File: /design/flow/run.sh
#!/bin/bash
# OpenROAD 26Q1-2900-gdf79404cd8, Yosys 0.63+post, stock flow scripts
make -C /OpenROAD-flow-scripts/flow DESIGN_CONFIG=/design/flow/config.mk WORK_HOME=/design/flow/orfs finish
File: /design/flow/config.mk
export PLATFORM = sky130hd
export DESIGN_NAME = Lab_1
export DESIGN_NICKNAME = Lab_1
export VERILOG_FILES = /design/flow/design.v
export SDC_FILE = /design/flow/constraint.sdc
export NUM_CORES = 4
export LEC_CHECK = 1
export CORE_AREA = 10 10 70 70
export DIE_AREA = 0 0 80 80
File: /design/flow/constraint.sdc
current_design Lab_1

set clk_period 2.5
set clk_io_pct 0.2

create_clock -name clk0 -period $clk_period

set non_clock_inputs [all_inputs -no_clocks]
set_input_delay [expr $clk_period * $clk_io_pct] -clock clk0 $non_clock_inputs
set_output_delay [expr $clk_period * $clk_io_pct] -clock clk0 [all_outputs]
==> qor.csv <==
stage,metric,value,unit
flow_run,max cap viols,0,
yosys,synthesized cell area,745.7,um2
final_timing,Max Transition Viols Final,0,
final_timing,RSZ-0062 raised after global routing,true,
yosys,Top logic family,simple AND/OR/NAND/NOR gates,
cells_and_area,most frequent cells in the layout,"buf_4 (25), clkdlybuf4s50_1 (20), and2_1 (16)",
detailed_routing,drt first pass iters,4,
grt,first-pass GRT wire length,3401,um
die,Init Core Util,21.83,%
final_timing,Finish-stage setup viols,0,
yosys,yosys cell count,101,
critical_path,Crit. End Element,primary output,
place,pre-CTS setup slack,-428.6,ps
hold_path,Hold Path Class,in2out,
place,Port Buffer Count,33,
critical_path,kind of critical path,in2out,
yosys,xor and xnor area share after synthesis,1.174,%
grt,initial antenna violation count,0,
grt,Global Route met2 Usage,10.51,%
critical_path,crit path launch,SW_DIP[6],
detailed_routing,WL final,2223,um
detailed_routing,number of antenna-violating nets in the routed design,0,
hold_path,WHS Path Cells,3,
yosys,Simple-Gate Area Share,27.68,%
cells_and_area,Reg area,60.06,um2
detailed_routing,DR WL/cell,11.17,um
final_timing,hold_ws,1464,ps
yosys,"flops & latches, synth",4,
hold_path,Hold Path Sink,SevenSeg[0],
detailed_routing,drt via density,4.015,
final_timing,register pins left without a clock,4,
die,core area,3416,um2
cells_and_area,dominant logic cell type in the layout,buf_4,
critical_path,critical path data required time,2000,ps
cells_and_area,fin area,1282,um2
outcome,status,finished clean,
place,DP HPWL,1947,um
hold_path,critical hold path startpoint,SW_DIP[8],
final_timing,setup_tns,0,ps
yosys,biggest area cells,"ha_1 (18%), and2_1 (13%), dlxtn_1 (8.1%)",
yosys,Adder Area Share,18.46,%
cells_and_area,"Core Util, Final",37.55,%
grt,routing usage on met3,1.705,%
die,io pins,40,
critical_path,CP cell instances,clkbuf_2 -> buf_6 -> ha_4 -> mux2_4 -> a221o_1 -> o21ai_2 -> clkdlybuf4s50_1,
cells_and_area,max reg flops,4,
yosys,YS warnings,1,
grt,vias in the first global route,746,
yosys,synthesized area per cell,7.383,um2
cells_and_area,fraction of layout cells with a size suffix above 1,26.80,%
cells_and_area,fillcell total,371,
final_timing,crit path time final,2485,ps
die,die height,80,um
yosys,"area leader, netlist",ha_1,
yosys,area share of the largest cell type after synthesis,18.46,%
cells_and_area,area growth from synthesis to layout,71.98,%
grt,grt ovf,0,
critical_path,Worst Path Arrival,1990,ps
detailed_routing,initial drt markers,13,
grt,gr busiest metal,met2,
final_timing,endpoints failing hold,0,
die,row count,21,
die,DIE WIDTH,80,um
final_timing,Final WS setup,14.53,ps
yosys,Post-Syn Instances,101,
power_and_ir_drop,Leak Pwr,0.6223,nW
flow_run,OpenROAD warning count,43,
critical_path,CP max FO,4,
detailed_routing,drc violations,0,
yosys,ao+oa area frac,18.12,%
power_and_ir_drop,Worst VDD drop,0.04960,mV
critical_path,max incr delay on CP,470,ps
critical_path,CP max stage cell,clkdlybuf4s50_1,
final_timing,endpoints left unconstrained,4,
final_timing,worst-case headroom to the max-slew limit,66.87,%
critical_path,CP Launch Type,primary input,
detailed_routing,vias,799,
grt,Overall Global Routing Usage,6.182,%
place,dpl cell area,1257,um2
detailed_routing,n_diodes,0,
yosys,YS chip area,745.7,um2
final_timing,worst slew pin tran,492.4,ps
yosys,Cell Type Count,32,
die,die footprint,6400,um2
grt,largest net degree at the start of global routing,11,
place,GPL Wtd Cong,0.8132,
clocking,"Hold-fix buffers, CTS",0,
grt,met1 Use GR,8.040,%
yosys,MUX area fraction,8.893,%
final_timing,Max Clock Freq,0.4023,GHz
final_timing,"Period Utilization, post-route",99.42,%
cells_and_area,Comb area,610.6,um2
power_and_ir_drop,Pwr Density,137.9,nW/um2
-- logic make-up after synthesis --
logic type / after synthesis
muxes: 6
xor gates and xnor gates: 1
latches: 4
adders and majority gates: 11
AOI/OAI and AO/OA: 20
and+or+nand+nor: 37
buffers and inverters: 21
other: 1
-- through the flow --
stage	instances	total power (W)
floorplan	107	0.00008359
global placement	199	0.0001825
detailed placement	199	0.0001827
CTS	199	0.0001803
global route	199	0.0001972
finish	199	0.0001768
-- synth_stat cells --
cell,count
o21ai_0,6
buf_6,2
nor2_1,7
and2_1,16
xnor2_1,1
dlxtn_1,4
nand3_1,1
mux2_4,1
o32ai_1,1
and2b_1,1
a311oi_1,1
buf_4,8
nand2_1,4
o2bb2ai_1,1
a22oi_1,1
a31oi_1,3
nor4_1,1
ha_1,11
clkbuf_1,1
nand2b_1,2
o21ai_2,1
conb_1,1
a2111oi_0,1
inv_1,7
mux2_2,1
a21oi_1,3
nor2b_1,2
or3_1,1
nor3b_1,2
buf_2,3
a221o_1,2
mux2i_1,4
-- critical path, delay by kind of cell --
family | cells | cell delay, ps
buffers and inverters | 3 | 710
AOI/OAI and AO/OA | 2 | 360
muxes | 1 | 260
adders and majority gates | 1 | 150
-- how the worst max path moves through the flow --
stage         cells after the start           to  slack [ps]
CTS                               7  SevenSeg[6]        -200
finish                            7  SevenSeg[6]          10
global route                      6  SevenSeg[6]         -40
-- area by class of cell --
cell class                 instances  share of cell area (%)
multi-input combinational         82                   47.61
timing repair buffer              60                   41.17
sequential                         4                   4.683
tap                               46                   4.488
inverter                           7                   2.049
-- routing by layer --
layer  vias to the layer above  wire length [um]  share of wire [%]
met5                         -                 0                  0
li1                        433                 -                  -
met3                         0               194                8.7
met2                        21              1005                 45
met4                         0                 0                  0
met1                       345              1023                 46
-- timing repair --
item | CTS | global route
gates resized | 19 | 14
endpoints found under the setup margin | 7 | 4
setup buffers | 0 | 0
cloned | 0 | 0
pin swaps | 2 | 1
-- power breakdown --
group | total [W] | switching (W) | internal (W) | leakage, nW
registers | 0.00000778 | 0.00000118 | 0.00000660 | 0.0328
clock network | 0 | 0 | 0 | 0
logic | 0.000169 | 0.0000658 | 0.000103 | 0.589
Power and IR drop assume default switching activity.
