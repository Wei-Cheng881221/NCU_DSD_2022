$ cat flow/config.mk
export PLATFORM = sky130hd
export DESIGN_NAME = Lab_2
export DESIGN_NICKNAME = Lab_2
export VERILOG_FILES = /design/flow/design.v
export SDC_FILE = /design/flow/constraint.sdc
export NUM_CORES = 4
export LEC_CHECK = 1
export CORE_AREA = 10 10 70 70
export DIE_AREA = 0 0 80 80
$ cat flow/constraint.sdc
current_design Lab_2

set clk_period 1.8
set clk_io_pct 0.2

create_clock -name clk0 -period $clk_period [get_ports {clk}]

set non_clock_inputs [all_inputs -no_clocks]
set_input_delay [expr $clk_period * $clk_io_pct] -clock clk0 $non_clock_inputs
set_output_delay [expr $clk_period * $clk_io_pct] -clock clk0 [all_outputs]
$ cat flow/design.v
`timescale 1ns / 1ps
module dff0(
   input  clk,
   input  rst_n,
   input  d,
   output reg q
    );
always@(posedge clk or negedge rst_n)
  if (!rst_n)
    q <= 0;
  else
    q <= d;
endmodule
module dff1(
   input  clk,
   input  rst_n,
   input  d,
   output reg q
    );
always@(posedge clk or negedge rst_n)
  if (!rst_n)
    q <= 1;
  else
    q <= d;
endmodule
module Lab_2(
    input dis,
    input reset,
    input clk,
    output wire [3:0] DEC
    );
    wire d0, d1, d2, d3, a0, a1, a2;
    xnor  t1(d0, DEC[0], dis);
    dff1 dff1(clk, reset, d0, DEC[0]);
    or o1(a0, dis, DEC[0]);
    xnor  t2(d1, DEC[1], a0);
    dff1 dff2(clk, reset, d1, DEC[1]);
    or o2(a1, a0, DEC[0], DEC[1]);
    xnor  t3(d2, DEC[2], a1);
    dff1 dff3(clk, reset, d2, DEC[2]);
    or o3(a2, a1, DEC[0], DEC[1], DEC[2]);
    xnor  t4(d3, DEC[3], a2);
    dff0 dff4(clk, reset, d3, DEC[3]);
endmodule
$ cat flow/run.sh
#!/bin/bash
# OpenROAD 26Q1-2900-gdf79404cd8, Yosys 0.63+post, stock flow scripts
make -C /OpenROAD-flow-scripts/flow DESIGN_CONFIG=/design/flow/config.mk WORK_HOME=/design/flow/orfs finish
==> results.txt <==
status: completed
CTS tree: yes
Avg Vias per Cell: 1.81
Die Ht: 80 um
fp util: 0.0637
Final Non-Filler Cells: 70
delay-heaviest family, CP: flip-flops
CTS buffer count: 3
Detail Route Antenna Nets: 0
post-cts hold buffer count: 0
final worst-path cycle share: 0.920
GPL Wtd Cong: 0.671
Detailed Route WL: 420 um
setup slack after layout: 0.144 ns
register clock-pin slew on the reported worst setup and hold paths: 0.04 ns
Pre-antenna DRT Iters: 1
worst vdd ir: 0.687 mV
# DRC: 0
distinct lib cells: 9
Fin Setup TNS: 0 ns
Crit Path Class: register to output pin
CP max-delay cell: dfstp_2
Final min period: 1.66 ns
FILL cells: 407
Seq cells post-synth: 4
clock root buffer: clkbuf_4
Max Cap Violations: 0
biggest cell delay along the critical path: 0.55 ns
Final Hold Vio Count: 0
Hold WC Path Type: primary input to async pin
share of post-route cells with drive strength above 1: 0.292
I/O Pins: 7
FMAX: 0.604 GHz
Chip Area: 0.00640 mm^2
Area Growth Syn to Fin: 52.3%
DIE WIDTH: 80 um
Post-Synthesis Cells: 18
RSZ-0062 raised after global routing: no
Longest Clk Path Bufs: 2
antenna cells: 0
Clock Skew: 0.00954 ns
Data arrival, critical path: 1.30 ns
initial antenna violation count: 0
met2 WL: 100 um
CP Buf/Inv Count: 1
DP Cell Count: 66
Pleak: 0.130 nW
Worst setup SP type: register
crit path cell chain: clkdlybuf4s50_1
post-place instance area: 305 um^2
Syn. warnings: 2
CTS H-tree depth: 1
vias in the first global route: 150
met3 WL: 90 um
via count: 127
max_slew headroom: 0.849
Worst Tran Pin Value: 0.225 ns
gr usage total: 0.0158
register area share after synthesis: 0.477
Power Density: 1560 mW/mm^2
Crit Path Max Fanout: 3
area of the core: 0.00342 mm^2
HPWL Detailed: 342 um
WL per Instance: 6.00 um
first-pass GRT wire length: 752 um
row cnt: 21
clock latency (worst-skew pair): 0.25 ns
cell area after synthesis: 218 um^2
post-cts repair resize count: 0
largest net degree at the start of global routing: 5
drt initial violations: 0
cell count in the Yosys report: 18
Post-CTS Setup Inserts: 0
syn_area_per_cell: 12.1 um^2
port buffer count: 6
# setup viols final: 0
Tool Warnings: 26
fin area: 332 um^2
GRT overflow: 0
CP Capture Type: output pin
dpl ws: 0.275 ns
CP required: 1.44 ns
Top Layer Used: met4
YS chip area: 218 um^2
fin. max-slew vios: 0
Metal-1 WL: 221 um
hold slack: 0.310 ns
CTS sink count: 4
area by class of cell:
cell class / count / area, um^2 / share of cell area
Tap cell: 46 / 57.6 / 0.174
Timing Repair Buffer: 6 / 60.1 / 0.181
Multi-Input combinational cell: 7 / 72.6 / 0.219
Inverter: 3 / 11.3 / 0.0340
Sequential cell: 4 / 104 / 0.313
Clock buffer: 4 / 26.3 / 0.0792
registers in the layout, summed over array words and instances (netlist names):
name    flops
dff3.q      1
dff1.q      1
dff2.q      1
dff4.q      1
layer usage:
metal | GRT usage | vias to the layer above
met5 | 0 | -
met3 | 0.0227 | 2
met4 | 0.00528 | 0
met1 | 0.0193 | 52
met2 | 0.0128 | 10
li1 | - | 63
placed cells by master (no fill, tap or decap):
| cell | count |
|---|---|
| clkdlybuf4s50_1 | 6 |
| nor4b_2 | 1 |
| nand2b_1 | 1 |
| clkbuf_4 | 3 |
| dfstp_2 | 3 |
| dfrtp_1 | 1 |
| ha_1 | 2 |
| clkbuf_1 | 1 |
| xnor2_1 | 1 |
| xor2_1 | 2 |
| inv_1 | 3 |
power breakdown:
| part | total [W] | internal [W] | switching, W | leakage, nW |
|---|---|---|---|---|
| Clock | 0.000125 | 0.0000835 | 0.0000420 | 0.0150 |
| Combinational | 0.000177 | 0.000123 | 0.0000540 | 0.0716 |
| Sequential | 0.000214 | 0.000165 | 0.0000486 | 0.0435 |
path summary, 6_finish.rpt:
path	endpoint	slack, ns	start	depth (start not counted)
hold / removal	dff4.q$_DFF_PN0_	0.31	reset	1
setup / recovery	DEC[2]	0.14	dff3.q$_DFF_PN1_	1
hold reg to reg	dff4.q$_DFF_PN0_	0.49	dff4.q$_DFF_PN0_	1
setup reg to reg	dff4.q$_DFF_PN0_	0.59	dff1.q$_DFF_PN1_	4
min in group clk0	dff4.q$_DFF_PN0_	0.49	dff4.q$_DFF_PN0_	1
max in group asynchronous	dff2.q$_DFF_PN1_	1.25	reset	1
cell families after synthesis:
kind of cell	after synthesis	share of synthesized area
buf+inv	7	0.190
fa+ha+maj	2	0.115
simple gates	2	0.0977
flops	4	0.477
xor+xnor	3	0.121
cells in the mapped netlist:
| master | n | area, um^2 |
|---|---|---|
| ha_1 | 2 | 25.0 |
| dfstp_2 | 3 | 78.8 |
| xnor2_1 | 1 | 8.76 |
| inv_1 | 3 | 11.3 |
| nor4b_2 | 1 | 15.0 |
| dfrtp_1 | 1 | 25.0 |
| buf_4 | 4 | 30.0 |
| nand2b_1 | 1 | 6.26 |
| xor2_1 | 2 | 17.5 |
per-stage QoR:
step / util / power [W]
after floorplan: - / 0.000325
after global placement: 0.0894 / 0.000381
after detailed placement: 0.0894 / 0.000391
after CTS: 0.0971 / 0.000524
after global routing: 0.0971 / 0.000560
final: 0.0971 / 0.000516
Power and IR drop assume default switching activity.
